--- flow/design.v ---
module MUX2#(parameter WIDTH=18)(in1, in2, sel, out);
    input [WIDTH-1:0] in1, in2;
    input sel;
    output[WIDTH-1:0] out;
    assign out = (sel==1)? in2: in1;
endmodule
module AddSub #(
    parameter WIDTH = 18
    )(
        input mode,
        input [WIDTH-1:0] in1, in2,
        input carryin,
        output reg [WIDTH-1:0] out,
        output reg cout
    );
    always @(*) begin
        if(!mode)
            {cout, out}= in1+in2+carryin;
        else 
            {cout, out}= in1-(carryin+in2); 
    end
endmodule
module multiplier #(
    parameter WIDTH =18
)(
    input [WIDTH-1:0] m1, m2,
    output [WIDTH*2-1:0] out
);
    assign out= m1*m2;
endmodule
module MUX4_1 #(
    parameter WIDTH_IN1 = 48,
    parameter WIDTH_IN2 = 18,
    parameter WIDTH_IN3 = 36,
    parameter WIDTH_OUT  = 48
)(
    input [1:0] sel,
    input [WIDTH_IN1-1:0] in1,
    input [WIDTH_IN2-1:0] in2,
    input [WIDTH_IN3-1:0] in3,
    output reg [WIDTH_OUT-1:0] out
);
    always @(*) begin
        case (sel)
            2'b00: out = {WIDTH_OUT{1'b0}};  
            2'b01: out = {{(WIDTH_OUT - WIDTH_IN3){in3[WIDTH_IN3-1]}}, in3};  
            2'b10: out = in1;  
            2'b11: out = {{(WIDTH_OUT - WIDTH_IN2){in2[WIDTH_IN2-1]}}, in2};  
            default: out = {WIDTH_OUT{1'bx}};
        endcase
    end
endmodule
module DSP #(
    parameter A0REG = 0,  
    parameter A1REG = 1,
    parameter B0REG = 0, 
    parameter B1REG = 1,
    parameter CREG = 1, 
    parameter DREG = 1, 
    parameter MREG = 1,
    parameter PREG = 1, 
    parameter CARRYINREG = 1,
    parameter CARRYOUTREG = 1,
    parameter OPMODEREG = 1,
    parameter CARRYINSEL = "OPMODE5",  
    parameter B_INPUT = "CASCADE",  
    parameter RSTTYPE = "SYNC"
    )(
    input clk,
    input [7:0] opmode, 
    input CEA, 
    input CEB, 
    input CEC, 
    input CECARRYIN, 
    input CED, 
    input CEM, 
    input CEP,
    input CEOPMODE,
    input RSTA,  
    input RSTB,  
    input RSTC,  
    input RSTCARRYIN,  
    input RSTD,  
    input RSTM,  
    input RSTOPMODE,  
    input RSTP,
    input [17:0] A, B, D, BCIN,
    input [47:0] C,
    input carryin,
    input [47:0] PCIN,  
    output reg [17:0] BCOUT,  
    output reg [47:0] PCOUT,  
    output reg [35:0] M,
    output reg [47:0] P,
    output reg carryout, 
    output reg carryoutf
    );
    localparam IS_SYNCRESET = (RSTTYPE == "SYNC") ;  
    localparam IS_BDIRECT = (B_INPUT == "DIRECT");
    localparam IS_CARRYINSEL_OPMODE = (CARRYINSEL == "OPMODE5");
    localparam IS_CARRYINSEL_CARRYIN = (CARRYINSEL == "CARRYIN");
    localparam ZERO = 0;
    reg [17:0] A_ff, B_ff, D_ff;
    reg [47:0] C_ff;
    reg [7:0] opmode_ff;
    reg CYI;
    reg CYO;
    reg [35:0] M_ff;
    reg [47:0] P_ff;
    wire [17:0] pre_addsub_out;
    wire pre_addsub_cout;
    wire [17:0] MUX1_out;
    wire [35:0] mult_out;
    reg [47:0] D_A_B_concatenated;
    wire [47:0] MUX_X_out;
    wire [47:0] MUX_Z_out;
    reg [17:0] A1_ff;
    reg [17:0] B1_ff;
    wire [47:0] post_addsub_out;
    wire post_addsub_cout;
    generate
    if (A0REG) begin : gen_pipeline_A
        if (IS_SYNCRESET) begin
            always @(posedge clk) begin
                if (RSTA)
                    A_ff <= 18'b0;
                else if (CEA)
                    A_ff <= A;
            end
        end else begin
            always @(posedge clk or posedge RSTA) begin
                if (RSTA)
                    A_ff <= 18'b0;
                else if (CEA)
                    A_ff <= A;
            end
        end
    end else begin : gen_comb_A
        always @* begin
            A_ff = A;
        end
    end
    endgenerate
    generate
    if (B0REG) begin : gen_pipeline_B0
        if (IS_SYNCRESET) begin
            always @(posedge clk) begin
                if (RSTB)
                    B_ff <= 18'b0;
                else if (CEB) begin
                    if (IS_BDIRECT)
                        B_ff <= B;
                    else
                        B_ff <= BCIN;
                end
            end
        end else begin
            always @(posedge clk or posedge RSTB) begin
                if (RSTB)
                    B_ff <= 18'b0;
                else if (CEB) begin
                    if (IS_BDIRECT)
                        B_ff <= B;
                    else
                        B_ff <= BCIN;
                end
            end
        end
    end else begin : gen_comb_B0
        always @* begin
            if (IS_BDIRECT)
                B_ff = B;
            else
                B_ff = BCIN;
        end
    end
    endgenerate
    generate
    if (CREG) begin : gen_pipeline_C
        if (IS_SYNCRESET) begin
            always @(posedge clk) begin
                if (RSTC)
                    C_ff <= 48'b0;
                else if (CEC)
                    C_ff <= C;
            end
        end else begin
            always @(posedge clk or posedge RSTC) begin
                if (RSTC)
                    C_ff <= 48'b0;
                else if (CEC)
                    C_ff <= C;
            end
        end
    end else begin : gen_comb_C
        always @* begin
            C_ff = C;
        end
    end
    endgenerate
    generate
    if (DREG) begin : gen_pipeline_D
        if (IS_SYNCRESET) begin
            always @(posedge clk) begin
                if (RSTD)
                    D_ff <= 18'b0;
                else if (CED)
                    D_ff <= D;
            end
        end else begin
            always @(posedge clk or posedge RSTD) begin
                if (RSTD)
                    D_ff <= 18'b0;
                else if (CED)
                    D_ff <= D;
            end
        end
    end else begin : gen_comb_D
        always @* begin
            D_ff = D;
        end
    end
    endgenerate
    generate
    if (OPMODEREG) begin : gen_pipeline_opmode
        if (IS_SYNCRESET) begin
            always @(posedge clk) begin
                if (RSTOPMODE)
                    opmode_ff <= 8'b0;
                else if (CEOPMODE)
                    opmode_ff <= opmode;
            end
        end else begin
            always @(posedge clk or posedge RSTOPMODE) begin
                if (RSTOPMODE)
                    opmode_ff <= 8'b0;
                else if (CEOPMODE)
                    opmode_ff <= opmode;
            end
        end
    end else begin : gen_comb_opmode
        always @* begin
            opmode_ff = opmode;
        end
    end
    endgenerate
    generate
    if (CARRYINREG) begin : gen_pipeline_CYI
        if (IS_SYNCRESET) begin
            always @(posedge clk) begin
                if (RSTCARRYIN)
                    CYI <= 0;
                else if (CECARRYIN) begin
                    if (CARRYINSEL == "OPMODE5")
                        CYI <= opmode_ff[5];
                    else if (CARRYINSEL == "CARRYIN")
                        CYI <= carryin;
                    else
                        CYI <= 1'b0;
                end
            end
        end else begin
            always @(posedge clk or posedge RSTCARRYIN) begin
                if (RSTCARRYIN)
                    CYI <= 0;
                else if (CECARRYIN) begin
                    if (CARRYINSEL == "OPMODE5")
                        CYI <= opmode_ff[5];
                    else if (CARRYINSEL == "CARRYIN")
                        CYI <= carryin;
                    else
                        CYI <= 1'b0;
                end
            end
        end
    end else begin : gen_comb_CYI
        always @* begin
            if (CARRYINSEL == "OPMODE5")
                CYI = opmode_ff[5];
            else if (CARRYINSEL == "CARRYIN")
                CYI = carryin;
            else
                CYI = 1'b0;
        end
    end
    endgenerate
    AddSub #(
        .WIDTH(18)
    ) pre_addsub (
        .mode(opmode_ff[6]), 
        .in1(D_ff), 
        .in2(B_ff), 
        .carryin(ZERO), 
        .out(pre_addsub_out),
        .cout(pre_addsub_cout)
    );
    MUX2 #(
        .WIDTH(18)
    )pre_addsub_mux (
        .in1(B_ff), 
        .in2(pre_addsub_out), 
        .sel(opmode_ff[4]), 
        .out(MUX1_out));
    generate
    if (B1REG) begin : gen_pipeline_B1
        if (IS_SYNCRESET) begin
            always @(posedge clk) begin
                if (RSTB)
                    B1_ff <= 18'b0;
                else if (CEB)
                    B1_ff <= MUX1_out;
            end
        end else begin
            always @(posedge clk or posedge RSTB) begin
                if (RSTB)
                    B1_ff <= 18'b0;
                else if (CEB)
                    B1_ff <= MUX1_out;
            end
        end
    end else begin : gen_comb_B1
        always @* begin
            B1_ff = MUX1_out;
        end
    end
    endgenerate
    always @(*) begin
        BCOUT = B1_ff;
        D_A_B_concatenated= {D_ff[11:0], A_ff[17:0], B_ff[17:0]};
    end   
    generate
    if (A1REG) begin : gen_pipeline_A1
        if (IS_SYNCRESET) begin
            always @(posedge clk) begin
                if (RSTA)
                    A1_ff <= 18'b0;
                else if (CEA)
                    A1_ff <= A_ff;
            end
        end else begin
            always @(posedge clk or posedge RSTA) begin
                if (RSTA)
                    A1_ff <= 18'b0;
                else if (CEA)
                    A1_ff <= A_ff;
            end
        end
    end else begin : gen_comb_A1
        always @* begin
            A1_ff = A_ff;
        end
    end
    endgenerate
    multiplier m1(
        .m1(B1_ff), 
        .m2(A1_ff), 
        .out(mult_out));
    generate
    if (MREG) begin : gen_pipeline_M
        if (IS_SYNCRESET) begin
            always @(posedge clk) begin
                if (RSTM)
                    M_ff <= 36'b0;
                else if (CEM)
                    M_ff <= mult_out;
            end
        end else begin
            always @(posedge clk or posedge RSTM) begin
                if (RSTM)
                    M_ff <= 36'b0;
                else if (CEM)
                    M_ff <= mult_out;
            end
        end
    end else begin : gen_comb_M
        always @* begin
            M_ff = mult_out;
        end
    end
    endgenerate
    always @(M_ff) begin
        M= M_ff;
    end
    MUX4_1 #(
        .WIDTH_IN1(48),
        .WIDTH_IN2(48),
        .WIDTH_IN3(36),
        .WIDTH_OUT(48)
    ) u_mux4_1 (
        .sel(opmode_ff[1:0]),
        .in1(PCOUT),
        .in2(D_A_B_concatenated),
        .in3(mult_out),
        .out(MUX_X_out)
    );
    MUX4_1 #(
        .WIDTH_IN1(48),
        .WIDTH_IN2(48),
        .WIDTH_IN3(48),
        .WIDTH_OUT(48)
    ) u_mux4_2 (
        .sel(opmode_ff[3:2]),
        .in1(P_ff),
        .in2(C_ff),
        .in3(PCIN),
        .out(MUX_Z_out)
    );
    AddSub #(
        .WIDTH(48)
    ) post_addsub(
        .mode(opmode_ff[7]),
        .in1(MUX_Z_out),
        .in2(MUX_X_out),
        .carryin(CYI),
        .out(post_addsub_out),
        .cout(post_addsub_cout)
    );
    generate
    if (PREG) begin : gen_pipeline_P
        if (IS_SYNCRESET) begin
            always @(posedge clk) begin
                if (RSTP)
                    P_ff <= 48'b0;
                else if (CEP)
                    P_ff <= post_addsub_out;
            end
        end else begin
            always @(posedge clk or posedge RSTP) begin
                if (RSTP)
                    P_ff <= 48'b0;
                else if (CEP)
                    P_ff <= post_addsub_out;
            end
        end
    end else begin : gen_comb_P
        always @* begin
            P_ff = post_addsub_out;
        end
    end
    endgenerate
    always@(P_ff) begin
        P= P_ff;
        PCOUT= P_ff;
    end
    generate
    if (CARRYOUTREG) begin : gen_pipeline_carryout
        if (IS_SYNCRESET) begin
            always @(posedge clk) begin
                if (RSTCARRYIN)
                    CYO <= 0;
                else if (CECARRYIN)
                    CYO <= post_addsub_cout;
            end
        end else begin
            always @(posedge clk or posedge RSTCARRYIN) begin
                if (RSTP)
                    CYO <= 0;
                else if (CEP)
                    CYO <= post_addsub_cout;
            end
        end
    end else begin : gen_comb_carryout
        always @* begin
            CYO = post_addsub_cout;
        end
    end
    endgenerate
    always @(CYO) begin
        carryout = CYO;
        carryoutf= CYO;
    end
endmodule
--- flow/run.sh ---
#!/bin/bash
# OpenROAD 26Q1-2900-gdf79404cd8, Yosys 0.63+post, stock flow scripts
make -C /OpenROAD-flow-scripts/flow DESIGN_CONFIG=/design/flow/config.mk WORK_HOME=/design/flow/orfs finish
--- flow/config.mk ---
export PLATFORM = sky130hd
export DESIGN_NAME = DSP
export DESIGN_NICKNAME = DSP
export VERILOG_FILES = /design/flow/design.v
export SDC_FILE = /design/flow/constraint.sdc
export NUM_CORES = 4
export LEC_CHECK = 1
export CORE_UTILIZATION = 40
--- flow/constraint.sdc ---
current_design DSP

set clk_period 20.9
set clk_io_pct 0.2

create_clock -name clk0 -period $clk_period [get_ports {clk}]

set non_clock_inputs [all_inputs -no_clocks]
set_input_delay [expr $clk_period * $clk_io_pct] -clock clk0 $non_clock_inputs
set_output_delay [expr $clk_period * $clk_io_pct] -clock clk0 [all_outputs]
==> flow_summary_export.csv <==
group,metric,value,unit
clocking,cts.sinks,196,
final_timing,period_needed,10610,ps
final_timing,rsz0062_at_grt,"false",
worst_setup_path,r2r.worst_path.cells,36,
worst_setup_path,crit_arrival,11000,ps
worst_hold_path,hold_path.startpoint,"M_ff[31]",
detailed_routing,wl,91000,um
pwr,total_leakage_power,14.7,nW
detailed_routing,top_layer,"met5",
global_routing,track_usage,0.272,
clocking,htree_levels,4,
placed_design,hpwl,72900,um
worst_setup_path,startpoint_type,"flop",
placed_design,dp_cells,4383,
final_timing,worstMarginPinSlew,865,ps
yosys,post_synth_inst_count,3377,
flow_run,log.warning_count,91,
final_timing,holdWs,477,ps
worst_setup_path,max_stage_delay,890,ps
worst_setup_path,path_common_cell,"fa_1",
yosys,ys_top_cells_by_area,"fa_1, dfxtp_1, ha_1",
layout,post-route-util,0.468,
yosys,top_cells_by_count,"inv_1, nor2_1, nand2_1, ha_1, fa_1",
final_timing,clock_skew,22.0,ps
layout,final-instance-count-excl-fill,4417,
layout,fillCellCount,6593,
die,pin_count,346,
worst_setup_path,worst-path-buf-inv,6,
flow_run,maxCapViolCount,0,
yosys,edf_count,0,
detailed_routing,wire_per_inst,20.6,um
layout,syn2layout_area_growth,15.3,%
yosys,yosys-stat-area,27300,um2
global_routing,grt_overflow,0,
yosys,synth-main-ff-cell,"dfxtp_1",
global_routing,grt_pass1_wl,139000,um
detailed_routing,drt_iter0_drc,1346,
layout,drive_above_1_share,0.0466,
clocking,cts_resized,0,
final_timing,fmax,0.0943,GHz
die,std_cell_rows,95,
global_routing,antenna_found_initial,3,
worst_hold_path,hold_class,"flop to flop",
final_timing,final-hold-violation-count,0,
final_timing,slew_viol_final,0,
placed_design,place_congestion,0.961,
yosys,yosysTopAreaCell,"fa_1",
detailed_routing,drc,0,
clocking,cts_tree,"done",
worst_setup_path,path_class,"flop to flop",
detailed_routing,wl_met2,41700,um
clocking,post-cts-setup-buffer-count,0,
clocking,cts.clk_slew.worst_paths,80,ps
pwr,cellPowerDensity,56.5,nW/um2
die,coreArea,67400,um2
final_timing,setup_viol,0,
placed_design,numPortBuffers,326,
worst_hold_path,min_path_cells,2,
yosys,synth.avg_cell_area,8.10,um2
clocking,clock_tree.root_cell,"clkbuf_16",
yosys,ys_ff,196,
yosys,synth.top_cell.area_share,0.191,
yosys,synth.distinct_cells,92,
clocking,cts.path.max_buffers,2,
yosys,synth_area,27300,um2
outcome,status,"finished clean",
yosys,synthArstFlopShare,0,
detailed_routing,vias,23300,
detailed_routing,drtAntennaViolNets,0,
worst_hold_path,whs_endpoint,"M_ff[31]",
detailed_routing,firstDrtPassIters,8,
detailed_routing,met3_wirelength,8210,um
global_routing,grt_start_max_net_pins,69,
worst_setup_path,critPathTopFamily,"adder cells",
clocking,clk_latency,510,ps
detailed_routing,viasPerCell,5.28,
worst_setup_path,r2r-end,"P_ff[45]",
die,initCoreUtil,0.406,
yosys,synth_top_cell_by_count,"inv_1",
worst_setup_path,path_max_fanout,19,
worst_setup_path,r2r_setup_slack,10290,ps
die,dieArea,69400,um2
clocking,holdBufCountCts,0,
final_timing,finalCritPeriodShare,0.508,
worst_setup_path,critPathSlowestCell,"dfxtp_1",
die,fp.dieH,263,um
yosys,yosys_warnings,6,
final_timing,tns,0,ps
worst_setup_path,worstPathRequired,21290,ps
worst_setup_path,reg2reg_from,"A1_ff[9]",
die,die_x,263,um
clocking,numCtsBuffers,17,
global_routing,grt_pass1_vias,23000,
final_timing,relSlewSlack,0.422,
detailed_routing,wl_met1,38300,um
pwr,irDropWorstVdd,0.0561,mV
yosys,ys_cells,3377,
yosys,synth_seq_share,0.144,
worst_setup_path,endpoint_kind,"flop",
power breakdown:
| group | leakage (nW) | internal, W | switching, W |
|---|---|---|---|
| sequential | 1.62 | 0.000407 | 0.0000482 |
| combinational | 12.8 | 0.000416 | 0.000557 |
| clock | 0.282 | 0.000163 | 0.000189 |
cells by family (layout without fill, tap and decap cells):
group                      Yosys count  count (layout)  synth area share
adders and majority gates          528             528             0.313
xor gates and xnor gates           147             147            0.0471
other                                0               2                 0
AOI/OAI and AO/OA                  631             631             0.151
muxes                              196             196            0.0742
buffers and inverters              703             868             0.104
and+or+nand+nor                    976             976             0.167
DFF                                196             196             0.144
how the worst max path moves through the flow:
stage,cells past startpoint,slack [ps],startpoint,end
after CTS,36,10230,A1_ff[9],P_ff[45]
after global routing,36,9530,A1_ff[9],P_ff[45]
final,36,10290,A1_ff[9],P_ff[45]
cell type report:
class                   instances  area (um2)  share of cell area
repair buffers                371        3570               0.113
multi-input cells            2478       20600               0.653
clock buffers                  18         439              0.0139
clock inverters                14         159             0.00504
diodes                          2        5.00            0.000159
flip-flops and latches        196        3930               0.125
well taps                     873        1090              0.0346
inverters                     465        1750              0.0554
cell usage in the layout, fill, tap and decap left out, types with 8 or more instances in the layout:
cell             count
nand2b_1            31
clkdlybuf4s50_1    320
buf_4               45
o21a_1              19
o31ai_1              8
nand3_1             24
a31oi_1             30
inv_1              464
xor2_1              50
nor3_1              30
xnor2_1             97
mux2_2              49
o22ai_1              9
and3_1              16
and2_1             152
dfxtp_1            191
nor2_1             313
fa_1               261
o21ai_1              8
nor2b_1             35
mux2i_1            146
nor4_1               9
o21bai_1            24
nand4_1             19
a211oi_1            43
a22o_1              33
a21o_1              61
nand2_1            304
clkbuf_16           17
ha_1               267
nand3b_1            14
o21ai_0            123
a21oi_1            171
a22oi_1             27
state kept, by name, summed over array words and instances (netlist names):
name       cells
A1_ff         18
CYO            1
M_ff          36
C_ff          48
B1_ff         18
P_ff          48
opmode_ff      8
CYI            1
D_ff          18
worst min-delay path, cell delays in order (launching register included):
cell and delay (ps):
dfxtp_1 310, nand2_1 60, o22ai_1 60
routing by layer:
layer	track usage	up-vias
met2	0.428	744
met5	0	-
li1	-	11300
met1	0.372	11200
met3	0.0857	81
met4	0.0661	2
per-stage QoR:
step           power (W)  cell area, um2  worst slack (ps)
3_3_place_gp     0.00144           30900             10260
5_1_grt          0.00191           31500              9530
3_5_place_dp     0.00143           30900             10300
4_1_cts          0.00180           31500             10230
6_report         0.00178           31500             10290
2_1_floorplan    0.00109           27300             11970
Power figures rest on the tool's default switching activity, not on a simulated workload.
